==> design/flow/design.v <==
module mux8bit(input [7:0] aa , 
               input [7:0] bb , 
         input [7:0] cc, 
         input [7:0] dd ,
         input [1:0] select,
               output reg [7:0] ans);
  always @(aa or bb or cc or dd or select) begin
    case(select)
    2'b00: begin ans <= aa; end
    2'b01: begin ans <= bb; end
    2'b10: begin ans <= cc; end
    2'b11: begin ans <= dd; end
    endcase
  end
endmodule
module fifo #(parameter DEPTH=8, DATA_WIDTH=8) (
  input clock,
  input reset,
  input write,
  input read,
  input [DATA_WIDTH - 1 : 0] DATA_IN,
  output reg empty,
  output reg full,
  output reg [DATA_WIDTH - 1 : 0] DATA_OUT);
  reg [$clog2(DEPTH) - 1 : 0] write_ptr, read_ptr;
  reg [DATA_WIDTH - 1 : 0] fifo[DEPTH];
  reg [$clog2(DEPTH) - 1 : 0] count;
  initial begin
    full <= 0;
    empty <= 1;
    count <= 0;
  end
  always @(posedge clock)
  begin
    if(reset)
      begin
        write_ptr <= 0;
        read_ptr <= 0;
        DATA_OUT <= 0;
        count <= 0;
      end
    else 
        begin
         if(write & !full)
          begin
            fifo[write_ptr] <= DATA_IN;
            write_ptr <= write_ptr + 1;
            count <= count + 1;
          end
          else if (read & !empty)
          begin
            DATA_OUT <= fifo[read_ptr];
            read_ptr <= read_ptr + 1;
            count <= count - 1;
          end
       end
  end
  always @(write_ptr or read_ptr)  begin
    full <= (count == DEPTH);
    empty <= (count == 0);
  end
endmodule
==> design/flow/run.sh <==
#!/bin/bash
# OpenROAD 26Q1-2900-gdf79404cd8, Yosys 0.63+post, stock flow scripts
make -C /OpenROAD-flow-scripts/flow DESIGN_CONFIG=/design/flow/config.mk WORK_HOME=/design/flow/orfs finish
==> design/flow/config.mk <==
export PLATFORM = sky130hd
export DESIGN_NAME = fifo
export DESIGN_NICKNAME = fifo
export VERILOG_FILES = /design/flow/design.v
export SDC_FILE = /design/flow/constraint.sdc
export NUM_CORES = 4
export LEC_CHECK = 1
export CORE_UTILIZATION = 50
==> design/flow/constraint.sdc <==
current_design fifo

set clk_period 2.4
set clk_io_pct 0.2

create_clock -name clk0 -period $clk_period [get_ports {clock}]

set non_clock_inputs [all_inputs -no_clocks]
set_input_delay [expr $clk_period * $clk_io_pct] -clock clk0 $non_clock_inputs
set_output_delay [expr $clk_period * $clk_io_pct] -clock clk0 [all_outputs]
==> reports/highlights.md <==
* **count of nets left with antenna violations after detail routing** 0
* **average cell area after synthesis** 17.5 µm²
* **Critical R2R Launch** read_ptr[0]$_SDFFE_PP0P_
* **max-cap violation count** 0
* **cell-internal power** 2.05 mW
* **placed wire-length estimate after detailed placement** 3.36 mm
* **switching part of the total** 0.230
* **critical-path cell with the highest stage delay** clkdlybuf4s50_1
* **critical path capture point type** output port
* **antenna diode count** 0
* **count of standard-cell rows** 28
* **number of filler instances in the final layout** 428
* **minimum clock period after layout** 1.91 ns
* **net load switching power** 0.611 mW
* **number of clock sinks** 81
* **fraction of layout cells with a size suffix above 1** 0.175
* **delay contributed by the slowest stage of the critical path** 0.49 ns
* **leading area contributor after synthesis** edfxtp_1
* **placed cell count** 282
* **flops out of synthesis** 81
* **number of distinct library cells after synthesis** 36
* **unrepaired setup endpoints after global routing** false
* **worst relative slew slack** 0.525
* **area delta synth->final** 14.9%
* **final setup violation count** 0
* **status** finished, final reports clean
* **Latency at later pin** 0.35 ns
* **TritonRoute pass-1 iters** 4
* **Non-Filler Instances** 298
* **type of element launching the critical path** flip-flop
* **vias in the first global route** 1,753
* **Tightest Pin Transition** 0.712 ns
* **pin count of the biggest net entering global routing** 24
* **number of hold buffers added after CTS** 0
* **Critical Path Fanout Max** 6
* **leakage power total** 1.20 nW
* **Root Buffer Master** clkbuf_8
* **kind of critical path** flip-flop to output port
* **maximum clock rate** 525 MHz
* **number of resized instances in the post-cts repair step** 0
* **share of the clock period used by the worst path** 0.794
* **startpoint of the worst setup timing path** count[0]$_SDFFE_PP0P_
* **Wirelength per Cell** 18.1 µm
* **number of violations reported at the end of detailed-routing iteration 0** 105
* **Die W** 82.4 µm
* **worst vdd ir** 0.562 mV
* **Remaining Overflow, GRT** 0
* **Final Hold Violating Endpoints** 0
* **Port Buffers** 20
* **clock skew after layout** 0.00616 ns
* **total number of vias** 1,699
* **Core Region** 0.00606 mm²
* **critical path data arrival time** 1.43 ns
* **CTS H-Tree Depth** 3
* **Synth Cell Area** 0.00323 mm²
* **number of instances in the synthesized netlist** 185
* **Comb power frac** 0.083
* **die height** 82.4 µm
* **number of CTS-inserted buffers** 9
* **GRT Util Overall** 0.199
* **proportion of synthesized chip area in sequential cells** 0.700
* **start point of the worst hold path** DATA_OUT[1]$_SDFFE_PP0P_
* **Top cell area share** 0.595
* **post-detailed-route via-to-cell ratio** 5.70
* **total negative slack for setup checks** 0 ns
* **antenna violations before repair** 0
* **floorplan core density** 0.533
* **post-synth area from yosys stat** 0.00323 mm²
* **routability cong.** 0.738
* **first-pass GRT wire length** 8.39 mm
* **pins over their slew limit** 0
* **yosys stat cell total** 185
* **number of design rule violations left after detail routing** 0
* **detailed-route wire length** 5.38 mm
* **tool warning count** 25
* **buffer count from post-CTS setup fixing** 0
* **number of primary I/O pins** 22
* **TritonCTS clock tree** built
* **register clock-pin slew on the reported worst setup and hold paths** 0.08 ns
* **number of buffers between clock root and the deepest sink** 2
* **number of synthesis warnings** 1
* **Area contributors post-synth** edfxtp_1, dfxtp_1, mux4_1
* **share of total power in sequential cells** 0.600
* **power density of the placed cells** 715 mW/mm²
* **total die size** 0.00679 mm²
* **critical path cell sequence** nor3_1 -> clkdlybuf4s50_1
* **Req. time, crit path** 1.92 ns
* **Clock Power Share** 0.317
* **classification of the worst-slack hold path** flip-flop to flip-flop
==> routing by layer <==
| layer | up-vias | global-route usage | part of all wire |
|---|---|---|---|
| li1 | 799 | - | - |
| met1 | 820 | 0.252 | 0.38 |
| met2 | 74 | 0.324 | 0.51 |
| met3 | 6 | 0.117 | 0.10 |
| met4 | 0 | 0.0211 | 0.010 |
| met5 | - | 0 | 0 |
==> registers in the layout (all words and copies together), names as in the netlist <==
name,cells
write_ptr,3
fifo,64
DATA_OUT,8
read_ptr,3
count,3
==> synthesized netlist by cell type, drive strengths merged <==
library cell and instances:
nor2b 1, nand3 2, or3 1, xnor2 1, nor4 2, dfxtp 17, a21oi 12, conb 1
nand3b 1, o21a 1, mux2i 8, nor3 3, inv 2, mux2 1, or3b 1, a31o 1
a211oi 7, o21ai 3, edfxtp 64, nor2 14, buf 8, xor2 1, nand2 5, fa 1
ha 2, nand2b 1, o31a 1, mux4 16, and2 1, o31ai 1, a311oi 2, clkbuf 3
==> layout make-up <==
class,instances,area (µm²),area share
clock inverters,7,45.0,0.0121
flip-flops and latches,81,2260,0.609
inverters,2,7.51,0.00202
well taps,75,93.8,0.0253
repair buffers,33,298,0.0802
multi-input cells,91,885,0.238
clock buffers,9,124,0.0333
==> logic make-up (layout without fill, tap and decap cells) <==
group,count (synthesis),after routing,synth area share
other cells,1,1,0.00116
simple gates,32,32,0.0465
fa+ha+maj,3,3,0.0139
buf+inv,13,51,0.0263
compound gates,28,28,0.0565
mux,25,25,0.150
flops,81,81,0.700
xor+xnor,2,2,0.00542
==> stage by stage <==
stage	setup slack (ns)	hold WS [ns]	area, µm²	total power, mW	util
detailed placement	0.172	0.515	3550	1.85	0.585
CTS	0.452	0.525	3710	2.68	0.613
floorplan	0.413	0.479	3230	1.74	-
global placement	0.217	0.509	3550	1.84	0.585
finish	0.494	0.519	3710	2.66	0.613
global route	0.372	0.557	3710	2.78	0.613
==> critical path, delay by kind of cell, from the launching register on <==
family	cells	cell delay [ns]
buffers and inverters	1	0.49
flip-flops	1	0.38
AND/OR/NAND/NOR	1	0.21
==> power groups by stage <==
stage         Sequential, mW  Combinational (mW)  Clock, mW
global route            1.60               0.248      0.932
CTS                     1.59               0.223      0.859
finish                  1.59               0.222      0.842
==> worst paths after layout <==
check | to | slack (ns) | cells past startpoint
hold reg to reg | DATA_OUT[1]$_SDFFE_PP0P_ | 0.52 | 2
setup reg to reg | DATA_OUT[6]$_SDFFE_PP0P_ | 0.67 | 3
hold / removal | DATA_OUT[1]$_SDFFE_PP0P_ | 0.52 | 2
setup / recovery | empty | 0.49 | 2
==> cell usage in the layout (no fill, tap or decap), types with 2 or more instances in the layout <==
cell type and instances:
buf_4 13, dfxtp_1 17, nand3_1 2, edfxtp_1 64
o21ai_0 3, clkinvlp_4 3, clkbuf_8 9, a311oi_1 2
a211oi_1 7, mux4_2 7, nor4_1 2, mux2i_1 8
clkinv_2 2, nor3_1 3, nor2_1 14, nand2_1 5
a21oi_1 12, inv_1 2, ha_1 2, mux4_1 9
clkdlybuf4s50_1 20
Power figures rest on the tool's default switching activity, not on a simulated workload.
